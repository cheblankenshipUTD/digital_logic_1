## flow/design.v

```verilog
module SixTeenBitAddSub(inputA,inputB,mode,sum,carry,overflow);
    input [15:0] inputA;
	input [15:0] inputB;
    input mode;
    output [31:0] sum;
	output carry;
    output overflow;
	wire c0;  
    wire b0,b1,b2,b3,b4,b5,b6,b7,b8,b9,b10,b11,b12,b13,b14,b15;  
	wire c1,c2,c3,c4,c5,c6,c7,c8,c9,c10,c11,c12,c13,c14,c15,c16;  
	assign c0=mode; 
    assign b0 = inputB[0] ^ mode; 
    assign b1 = inputB[1] ^ mode; 
    assign b2 = inputB[2] ^ mode; 
    assign b3 = inputB[3] ^ mode; 
	assign b4 = inputB[4] ^ mode; 
	assign b5 = inputB[5] ^ mode; 
	assign b6 = inputB[6] ^ mode; 
	assign b7 = inputB[7] ^ mode; 
	assign b8 = inputB[8] ^ mode; 
	assign b9 = inputB[9] ^ mode; 
	assign b10 = inputB[10] ^ mode; 
	assign b11 = inputB[11] ^ mode; 
	assign b12 = inputB[12] ^ mode; 
	assign b13 = inputB[13] ^ mode; 
	assign b14 = inputB[14] ^ mode; 
	assign b15 = inputB[15] ^ mode; 
	FullAdder FA0(inputA[0],b0,  c0,c1,sum[0]);
	FullAdder FA1(inputA[1],b1,  c1,c2,sum[1]);
	FullAdder FA2(inputA[2],b2,  c2,c3,sum[2]);
	FullAdder FA3(inputA[3],b3,  c3,c4,sum[3]);
	FullAdder FA4(inputA[4],b4,  c4,c5,sum[4]);
	FullAdder FA5(inputA[5],b5,  c5,c6,sum[5]);
	FullAdder FA6(inputA[6],b6,  c6,c7,sum[6]);
	FullAdder FA7(inputA[7],b7,  c7,c8,sum[7]);
	FullAdder FA8(inputA[8],b8,  c8,c9,sum[8]);
	FullAdder FA9(inputA[9],b9,  c9,c10,sum[9]);
	FullAdder FA10(inputA[10],b10,  c10,c11,sum[10]);
	FullAdder FA11(inputA[11],b11,  c11,c12,sum[11]);
	FullAdder FA12(inputA[12],b12,  c12,c13,sum[12]);
	FullAdder FA13(inputA[13],b13,  c13,c14,sum[13]);
	FullAdder FA14(inputA[14],b14,  c14,c15,sum[14]);
	FullAdder FA15(inputA[15],b15,  c15,c16,sum[15]);
	assign sum[16]=sum[15];
	assign sum[17]=sum[15];
	assign sum[18]=sum[15];
	assign sum[19]=sum[15];
	assign sum[20]=sum[15];
	assign sum[21]=sum[15];
	assign sum[22]=sum[15];
	assign sum[23]=sum[15];
	assign sum[24]=sum[15];
	assign sum[25]=sum[15];
	assign sum[26]=sum[15];
	assign sum[27]=sum[15];
	assign sum[28]=sum[15];
	assign sum[29]=sum[15];
	assign sum[30]=sum[15];
	assign sum[31]=sum[15];
	assign carry=c16;
	assign overflow=c16^c15;
endmodule
module FullAdder(A,B,C,carry,sum);
	input A;
	input B;
	input C;
	output carry;
	output sum;
	reg carry;
	reg sum;
	always @(*) 
	  begin
		sum= A^B^C;
		carry= ((A^B)&C)|(A&B);  
	  end
endmodule
```

## flow/run.sh

```bash
#!/bin/bash
# OpenROAD 26Q1-2900-gdf79404cd8, Yosys 0.63+post, stock flow scripts
make -C /OpenROAD-flow-scripts/flow DESIGN_CONFIG=/design/flow/config.mk WORK_HOME=/design/flow/orfs finish
```

## flow/config.mk

```make
export PLATFORM = sky130hd
export DESIGN_NAME = SixTeenBitAddSub
export DESIGN_NICKNAME = SixTeenBitAddSub
export VERILOG_FILES = /design/flow/design.v
export SDC_FILE = /design/flow/constraint.sdc
export NUM_CORES = 4
export LEC_CHECK = 1
export CORE_AREA = 10 10 70 70
export DIE_AREA = 0 0 80 80
```

## flow/constraint.sdc

```tcl
current_design SixTeenBitAddSub

set clk_period 20.5
set clk_io_pct 0.2

create_clock -name clk0 -period $clk_period

set non_clock_inputs [all_inputs -no_clocks]
set_input_delay [expr $clk_period * $clk_io_pct] -clock clk0 $non_clock_inputs
set_output_delay [expr $clk_period * $clk_io_pct] -clock clk0 [all_outputs]
```

==> run notes <==
The synthesis and PnR run went through. The commonest cells after synthesis are sky130_fd_sc_hd__buf_4, sky130_fd_sc_hd__inv_1, sky130_fd_sc_hd__fa_1, sky130_fd_sc_hd__xnor2_1, sky130_fd_sc_hd__xor2_1. For this run, the detailed router's first-pass iteration total came to 2. Critical path buffer and inverter count landed at 4. The floorplan has 21 rows.

Global-route track usage on met2 landed at under 10%. Cell-internal power landed at between 0.04 and 0.05 mW. At the pin with the least slew margin, the transition time is approximately 0.46 ns. Between the synthesized netlist and the finished layout, the area growth was recorded as 55.29%. The final report lists the setup-violating endpoint count as 0. Instance count of the mapped netlist landed at between 90 and 100.

Post-CTS repair changed the size of 0 cells. Die outline width landed at roughly 80 um. Ratio of final minimum period to clock period landed at 76.81%. Initial core utilization landed at approximately a quarter.

Number of buffers added for setup after CTS landed at 0. Average footprint of a synthesized cell landed at roughly 8.7 sq um. The slowest stage of the critical path is the sky130_fd_sc_hd__fa_1 cell. Data arrival at the endpoint of the critical path landed at 11.65 ns. The buffer_ports step reported a buffer count of 67. Summing over every cut layer, the via total after detailed routing is approximately 570.

The worst setup path is launched from an input port. In this design, the critical path's most frequently occurring cell is sky130_fd_sc_hd__fa_1. Mean routed wirelength per cell landed at roughly 11 um.

The overall die size recorded for this design is 0.006400 sq mm. Maximum number of pins on one net before global-route repair landed at 18. The min-delay analysis places its worst path in the category input port to output port. Per the power-grid run, VDD falls by no more than between 0.00002 and 0.000025 V. Met1 global-route usage landed at roughly 5.8%.

The repair_antennas step left the layout with diodes totalling 0. In the finished design the tool counted flip-flops and latches totalling 0. Among cell families on the critical path, the largest total delay comes from adder cells. Minimum period implied by the final worst setup slack landed at ~16 ns. Required time of the critical path landed at 16.40 ns. Of the total power, registers draw 0%. For reference, the final report shows the max-slew violation count at 0. The first global-routing pass estimated about 2900 um of wire. Counting endpoints that fail hold in the final report gives 0.

Number of top-level pins landed at 67. The most critical setup path has its startpoint at mode. The final layout contains routed wiring with a total length of between 1500 and 2000 um. Summing every instance area after synthesis gives roughly 840 sq um. After synthesis, flip-flops and latches occupy 0% of the total area.

The region available for standard cell placement spans ~0.0034 sq mm. In this run the critical path is formed by clkdlybuf4s50_1, buf_4, xnor2_1, fa_1, fa_1, fa_1, fa_1, fa_1, fa_1, fa_1, fa_1, fa_1, fa_1, fa_1, fa_1, fa_1, fa_1, inv_1, fa_1, clkdlybuf4s50_1. Global routing usage on met3 landed at 2.159%. Sorting the synthesis cell report by count puts at the top sky130_fd_sc_hd__buf_4.

Of the post-synthesis cell area, the dominant cell type holds a little over a third. The analysis attributes to cell leakage a power of 0.5763 nW. In this run the tools logged warnings totalling 32. Combinational logic burns approximately 100% of the power. The power report shows net switching accounting for between 20 and 30% of the total.

The placement summary gives the final routability congestion estimate as 0.7272. Dividing the detail-routed via count by the number of cells gives roughly 3.2. STA classifies the critical path endpoint as an output port.

The netlist uses 8 different library cells. Area taken by flip-flops and latches landed at 0 sq um. For reference, the top cells by area after synthesis are sky130_fd_sc_hd__fa_1, sky130_fd_sc_hd__buf_4, sky130_fd_sc_hd__xnor2_1. Maximum frequency from static timing analysis landed at between 60 and 70 MHz. The detail route stage leaves a number of antenna-violating nets equal to 0. sky130_fd_sc_hd__fa_1 takes more of the synthesized area than any other cell.

Proportion of layout cells with a drive suffix above 1 landed at less than 1%. The number of antenna violations at the first check in global routing is 0. Setup repair after global routing left no endpoint under its margin. Per the placement report, the placed cell count is ~180. In this run, the clock network consumes 0% of the power. Half-perimeter wire length after detailed placement landed at ~1800 um. After detailed routing, the number of remaining DRC violations is 0. Total global routing overflow landed at 0. The worst setup path is of the input port to output port kind.

Buffers inserted to repair hold after CTS numbered 0. In this run the maximum-capacitance check reported violations numbering 0. For the worst min-delay path, the startpoint reported by OpenROAD is inputA[0]. The worst pin sits at a relative slew slack of between 60% and 70%. Max fanout on the critical path was recorded as 17. Reported net switching power landed at approximately 0.016 mW. Sum of negative setup slack landed at 0 ns.

Warnings reported by Yosys during synthesis add up to 1. The flow ran to the end, and the final reports show no timing, DRC or antenna violations. Yosys synthesis chip area landed at about 840 sq um. For this block, the initial DRC count from the detailed router was 3.

Share of the core filled with cells in the final layout landed at 38.17%. Per the OpenROAD floorplan log, the height of the die is ~80 um. Summed over all routing layers, the global router reports a total usage of between 5 and 6%. Critical path's largest stage delay landed at 0.59 ns. Via count of the first global-routing pass landed at ~630. Power density normalized to cell area landed at 46.43 mW/mm^2. The layout has 0 clock buffers. The layer flagged by global routing as most heavily used is met2. Number of cell instances after yosys synthesis landed at 96. The count of cells in the finished layout, fillers not included, comes to 176.
[cell usage in the layout, fill, tap and decap left out]
| cell | synthesis | layout |
|---|---|---|
| sky130_fd_sc_hd__xor2_1 | 2 | 2 |
| sky130_fd_sc_hd__inv_1 | 29 | 29 |
| sky130_fd_sc_hd__xnor2_1 | 15 | 15 |
| sky130_fd_sc_hd__mux2i_1 | 1 | 1 |
| sky130_fd_sc_hd__buf_4 | 32 | 1 |
| sky130_fd_sc_hd__clkdlybuf4s50_1 | 0 | 67 |
| sky130_fd_sc_hd__fa_1 | 15 | 15 |
[routing by layer]
layer	up-vias	share of wire, %
met4	0	0
met3	0	12
met1	244	34
met2	29	53
met5	-	0
li1	294	-
[through the flow]
step / instance area, sq um / setup slack [ns] / power, mW / hold slack, ns
floorplan: 839.6 / 5.802 / 0.03970 / 8.349
global placement: 1304 / 4.739 / 0.06273 / 9.177
detailed placement: 1304 / 4.674 / 0.06285 / 9.183
CTS: 1304 / 4.684 / 0.06320 / 9.183
global route: 1304 / 4.413 / 0.06840 / 9.193
finish: 1304 / 4.755 / 0.06053 / 9.164
[final cells by class]
class,count,area [sq um]
fill,348,2112
inverter,29,108.9
multi-input combinational,33,459.2
tap,46,57.56
timing repair buffer,68,678.2
[final timing paths]
kind              depth (start not counted)  slack (ns)      end
setup / recovery                         20        4.75  sum[28]
hold / removal                            3        9.16   sum[0]
[cells by family (layout without fill, tap and decap cells)]
family	Yosys count	in the layout	share of synthesized area (%)
adders and majority gates	15	15	35.77
xor gates and xnor gates	17	17	17.74
buffers and inverters	63	97	45.30
muxes	1	1	1.192
[power by group through the flow]
stage         sequential (mW)  clock (mW)  combinational, mW
CTS                         0           0             0.0632
global route                0           0             0.0684
finish                      0           0             0.0605
Power figures rest on the tool's default switching activity, not on a simulated workload.
