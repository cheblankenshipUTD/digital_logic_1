==> design.v <==
module StructMux(channels, select, b);
input [31:0][15:0] channels;
input      [15:0] select;
output      [31:0] b;
	assign b =
		({32{select[15]}} & channels[15]) | 
        ({32{select[14]}} & channels[14]) |
		({32{select[13]}} & channels[13]) |
		({32{select[12]}} & channels[12]) |
		({32{select[11]}} & channels[11]) |
		({32{select[10]}} & channels[10]) |
		({32{select[ 9]}} & channels[ 9]) | 
		({32{select[ 8]}} & channels[ 8]) |
		({32{select[ 7]}} & channels[ 7]) |
		({32{select[ 6]}} & channels[ 6]) |
		({32{select[ 5]}} & channels[ 5]) |  
		({32{select[ 4]}} & channels[ 4]) |  
		({32{select[ 3]}} & channels[ 3]) |  
		({32{select[ 2]}} & channels[ 2]) |  
        ({32{select[ 1]}} & channels[ 1]) |  
        ({32{select[ 0]}} & channels[ 0]) ;
endmodule
==> run.sh <==
#!/bin/bash
# OpenROAD 26Q1-2900-gdf79404cd8, Yosys 0.63+post, stock flow scripts
make -C /OpenROAD-flow-scripts/flow DESIGN_CONFIG=/design/flow/config.mk WORK_HOME=/design/flow/orfs finish
==> config.mk <==
export PLATFORM = sky130hd
export DESIGN_NAME = StructMux
export DESIGN_NICKNAME = StructMux
export VERILOG_FILES = /design/flow/design.v
export SDC_FILE = /design/flow/constraint.sdc
export NUM_CORES = 4
export LEC_CHECK = 1
export CORE_AREA = 10 10 220 220
export DIE_AREA = 0 0 230 230
==> constraint.sdc <==
current_design StructMux

set clk_period 2.2
set clk_io_pct 0.2

create_clock -name clk0 -period $clk_period

set non_clock_inputs [all_inputs -no_clocks]
set_input_delay [expr $clk_period * $clk_io_pct] -clock clk0 $non_clock_inputs
set_output_delay [expr $clk_period * $clk_io_pct] -clock clk0 [all_outputs]
==> run_results.csv <==
group,metric,value,unit
placement,dp_hpwl,21960,um
job,warnings,289,
sta,fmax,0.4594,GHz
placement,gp_congestion,0.9348,
floorplan,fp_util,3.705,%
setup_path,crit_chain,"clkdlybuf4s50_1, a22o_1, a221oi_4, nand4_1, buf_2",
floorplan,rows,76,
power,power_density,195.6,mW/mm^2
synth,synth_warnings,0,
synth,synthCells,193,
detailed_routing,via_per_inst,3.108,
setup_path,critPathCaptureType,"output port",
sta,finalHoldViolCount,0,
detailed_routing,drtIter0Drc,90,
final_layout,ff_count,0,
setup_path,arrival,1.74,ns
synth,yosysUniqueCellTypes,9,
sta,rsz0062_at_grt,"yes",
placement,port_buffers,288,
synth,ys_seq_share,0,%
placement,placed_area,0.005421,mm^2
grt,overflow,0,
synth,top_area_cell,"a221oi_1",
setup_path,crit_path_top_delay_cell,"clkdlybuf4s50_1",
floorplan,pin_count,560,
floorplan,core-area,0.04336,mm^2
synth,yosysTopAreaCellShare,34.89,%
sta,setup-tns-final,0,ns
final_layout,drive_gt1_share,30.52,%
final_layout,comb_area,0.001821,mm^2
grt,grt_usage,9.398,%
sta,slew_violations,0,
final_layout,flop_area,0,um^2
worst_hold_path,hold_path_class,"primary input to output port",
final_layout,clock_buffers,0,
detailed_routing,totalWireLength,25810,um
grt,grt_pass1_vias,3976,
final_layout,fillCellCount,4969,
final_layout,syn2layout_area_growth,281.5,%
grt,grt_pass1_wl,34020,um
sta,finalCriticalPeriod,2.177,ns
synth,syn_avg_cell_area,8.324,um^2
detailed_routing,ant_nets,0,
floorplan,chip_area,0.05290,mm^2
final_layout,most-common-layout-cells,"223 x clkdlybuf4s50_1, 57 x a22o_1, 44 x buf_4",
detailed_routing,drt-pass1-iter-count,4,
detailed_routing,vias,3447,
setup_path,crit_path_max_fanout,1,
synth,ys_cells,193,
synth,mappedNetlistArea,0.001607,mm^2
sta,setup_violations,0,
grt,antenna_found_initial,4,
grt,grt_start_max_net_pins,16,
job,drv_cap,0,
synth,synth_chip_area,0.001607,mm^2
power,vdd_drop_max,0.08898,mV
placement,place_ws,-0.8610,ns
final_layout,fin_area,0.006130,mm^2
sta,worst_slack,0.02307,ns
floorplan,die_h,230,um
setup_path,slowest_delay,0.46,ns
clock_tree,ctsHoldBuffers,0,
synth,yosys-top-cells-area,"a221oi_1 35%, a22o_1 35%, buf_6 9.1%",
sta,period_used_share,98.95,%
setup_path,crit_type,"primary input to output port",
run_status,status,"finished, final reports clean",
setup_path,cp-start-kind,"primary input",
floorplan,dieWidth,230,um
final_layout,final_layout_top_logic_cell,"clkdlybuf4s50_1",
detailed_routing,drc,0,
power,power.leakage,2.264,nW
detailed_routing,wl_per_cell,23.27,um
setup_path,worstPathRequired,1.76,ns
[repair_timing]
item                                    4_1_cts  5_1_grt
gates resized                               220       20
pin swaps                                    35       14
setup buffers                                 4        0
endpoints found under the setup margin       16       14
endpoints found under the hold margin         0        0
cloned                                        6        0
[routing by layer]
metal | vias to the layer above | global-route usage, % | share of wire (%)
met2 | 272 | 14.64 | 42
met4 | 0 | 1.644 | 2.5
met1 | 1607 | 12.55 | 46
met5 | - | 0 | 0
li1 | 1541 | - | -
met3 | 27 | 3.108 | 9.3
[path summary, 6_finish.rpt]
kind,cells past startpoint,start,end
max,5,channels[229],b[5]
min,5,select[12],b[14]
[kinds of logic (layout without fill, tap and decap cells)]
family	Yosys count	in the layout	share of synthesized area, %
buffers and inverters	48	361	23.75
AND-OR/OR-AND	128	128	69.78
AND/OR/NAND/NOR	16	16	6.231
other	1	19	0.2334
[stage by stage]
| step | utilization, % | total power [W] | instances | hold slack [ns] |
|---|---|---|---|---|
| after floorplan | - | 0.0002675 | 208 | 0.9649 |
| after global placement | 12.50 | 0.001033 | 1098 | 1.958 |
| after detailed placement | 12.50 | 0.001028 | 1098 | 1.959 |
| after CTS | 14.02 | 0.001220 | 1106 | 1.468 |
| after global routing | 14.12 | 0.001276 | 1107 | 1.497 |
| final | 14.14 | 0.001199 | 1109 | 1.437 |
[power by group]
group / total (W) / internal (W) / switching [W]
logic: 0.00120 / 0.000739 / 0.000460
clock network: 0.000000000156 / 0.000000000156 / 0
registers: 0 / 0 / 0
[cell usage after synthesis]
library cell	instances
a221oi_1	64
clkbuf_1	8
conb_1	1
buf_4	16
a22o_1	64
nand4_1	16
buf_8	3
buf_2	8
buf_6	13
[worst max-delay path: cells and delay by family]
family | cells | cell delay [ns]
AOI/OAI and AO/OA | 2 | 0.55
buffers and inverters | 2 | 0.60
and+or+nand+nor | 1 | 0.14
[area by class of cell]
| class | instances | area share, % |
|---|---|---|
| multi-input combinational | 160 | 29.70 |
| antenna | 3 | 0.1225 |
| timing repair buffer | 361 | 58.24 |
| tap | 585 | 11.94 |
Power and IR drop assume default switching activity.
